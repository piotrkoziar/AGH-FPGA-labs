<file path="/design/flow/config.mk">
export PLATFORM = sky130hd
export DESIGN_NAME = coder
export DESIGN_NICKNAME = coder
export VERILOG_FILES = /design/flow/design.v
export SDC_FILE = /design/flow/constraint.sdc
export NUM_CORES = 4
export LEC_CHECK = 1
export CORE_UTILIZATION = 40
</file>
<file path="/design/flow/run.sh">
#!/bin/bash
# OpenROAD 26Q1-2900-gdf79404cd8, Yosys 0.63+post, stock flow scripts
make -C /OpenROAD-flow-scripts/flow DESIGN_CONFIG=/design/flow/config.mk WORK_HOME=/design/flow/orfs finish
</file>
<file path="/design/flow/constraint.sdc">
current_design coder

set clk_period 124.8
set clk_io_pct 0.2

create_clock -name clk0 -period $clk_period [get_ports {clock}]

set non_clock_inputs [all_inputs -no_clocks]
set_input_delay [expr $clk_period * $clk_io_pct] -clock clk0 $non_clock_inputs
set_output_delay [expr $clk_period * $clk_io_pct] -clock clk0 [all_outputs]
</file>
<file path="/design/flow/design.v">
module FIFO_coder(data_out, fifo_full, fifo_empty, fifo_threshold, fifo_overflow, fifo_underflow, clk, rst_n, wr, rd, data_in);
input wr, rd, clk, rst_n;
input [31:0] data_in;    
output [31:0] data_out;
output fifo_full, fifo_empty, fifo_threshold, fifo_overflow, fifo_underflow;
wire [6:0] wptr, rptr;
wire fifo_we, fifo_rd;
write_pointer top1(wptr, fifo_we, wr, fifo_full, clk, rst_n);
read_pointer  top2(rptr, fifo_rd, rd, fifo_empty, clk, rst_n);
memory_array  top3(data_out, data_in, clk, fifo_we, wptr, rptr);
status_signal top4(fifo_full, fifo_empty, fifo_threshold, fifo_overflow, fifo_underflow, wr, rd, fifo_we, fifo_rd, wptr, rptr, clk, rst_n);
endmodule
module memory_array(data_out, data_in, clk, fifo_we, wptr, rptr);
input[31:0] data_in;
input clk, fifo_we;
input[6:0] wptr, rptr;
output[31:0] data_out;
reg[31:0] data_out2[63:0];
wire[31:0] data_out;
always @(posedge clk)
begin
  if(fifo_we)
    data_out2[wptr[5:0]] <=data_in ;
end
assign data_out = data_out2[rptr[5:0]];
endmodule
module status_signal(fifo_full, fifo_empty, fifo_threshold, fifo_overflow, fifo_underflow, wr, rd, fifo_we, fifo_rd, wptr, rptr, clk, rst_n);
input wr, rd, fifo_we, fifo_rd,clk, rst_n;
input [6:0] wptr, rptr;
output fifo_full, fifo_empty, fifo_threshold, fifo_overflow, fifo_underflow;
wire fbit_comp, overflow_set, underflow_set;
wire pointer_equal;
wire [6:0] pointer_result;
reg fifo_full, fifo_empty, fifo_threshold, fifo_overflow, fifo_underflow;
assign fbit_comp = wptr[6] ^ rptr[6];
assign pointer_equal = (wptr[5:0] - rptr[5:0]) ? 0:1;
assign pointer_result = wptr[6:0] - rptr[6:0];
assign overflow_set = fifo_full & wr;
assign underflow_set = fifo_empty&rd;
always @(*)
begin
  fifo_full = fbit_comp & pointer_equal;
  fifo_empty = (~fbit_comp) & pointer_equal;
  fifo_threshold = (pointer_result[6]||pointer_result[5]) ? 1:0;
end
always @(posedge clk or negedge rst_n)
begin
  if(~rst_n)
    fifo_overflow <=0;
  else if((overflow_set==1)&&(fifo_rd==0))
    fifo_overflow <=1;
  else if(fifo_rd)
    fifo_overflow <=0;
  else
    fifo_overflow <= fifo_overflow;
end
always @(posedge clk or negedge rst_n)
begin
  if(~rst_n)
    fifo_underflow <=0;
  else if((underflow_set==1)&&(fifo_we==0))
    fifo_underflow <=1;
  else if(fifo_we)
    fifo_underflow <=0;
  else
    fifo_underflow <= fifo_underflow;
end
endmodule
module read_pointer(rptr, fifo_rd, rd, fifo_empty, clk, rst_n);
input rd, fifo_empty, clk, rst_n;
output[6:0] rptr;
output fifo_rd;
reg[6:0] rptr;
assign fifo_rd = (~fifo_empty)& rd;
always @(posedge clk or negedge rst_n)
begin
  if(~rst_n)
    rptr <= 7'b00000000;
  else if(fifo_rd)
    rptr <= rptr + 7'b00000001;
  else
    rptr <= rptr;
end
endmodule
 module write_pointer(wptr, fifo_we, wr, fifo_full, clk, rst_n);
input wr, fifo_full, clk, rst_n;
output [6:0] wptr;
output fifo_we;
reg [6:0] wptr;
assign fifo_we = (~fifo_full)&wr;
always @(posedge clk or negedge rst_n)
begin
  if(~rst_n)
    wptr <= 5'b000000;
  else if(fifo_we)
    wptr <= wptr + 5'b000001;
  else
    wptr <= wptr;
end
endmodule
module coder (
	input 		 clock, resetn, ce,
	input [7:0]  code,
	input [3:0]  length,
	input 	    finalize,  
	input 		 read,	   
	output reg [31:0] encoded_out,  
	output 	  [5:0]  length_out,  
	output       		empty_out,  
	output 		  		full,  
	output 		  		threshold  
);
reg [5:0]  acc_length;  
reg [39:0] tmp_reg;  
reg [31:0] output_reg;  
reg [0:0] ready;
wire flag32;
wire overflow;
wire underflow;
wire [31:0] data_from_fifo;
initial
begin
acc_length <= 6'b0;
tmp_reg <= 39'b0;
end
assign flag32 = acc_length[5];
assign length_out = acc_length;
parameter mask = 39'h7fffffffff;
always @( posedge clock )
begin
	if (ce == 1'b1)
	begin
		if (resetn == 1'b0)
		begin
			acc_length <= 6'b0;
			tmp_reg <= 39'b0;
		end
		else if (flag32 == 1'b1)  
		begin
			tmp_reg <= (tmp_reg >> 32) + ( ((mask << (acc_length - 32)) & (mask >> (39 - acc_length + 32 - length))) & (code << (acc_length - 32)) );
			acc_length <= length + acc_length - 32;
			output_reg <= tmp_reg[31:0];
			ready <= 1'b1;
		end
		else
		begin
			tmp_reg <= tmp_reg + ( ((mask << acc_length) & (mask >> (39 - acc_length - length))) & (code << acc_length) );
			acc_length <= length + acc_length;
			ready <= 1'b0;
		end
	end  
	else if ( finalize & read )
	begin
		encoded_out <= tmp_reg[31:0];
		acc_length <= 6'b0;
		tmp_reg <= 39'b0;
		ready <= 1'b0;  
	end
	else if ( read )
	begin
		encoded_out <= data_from_fifo;
		ready <= 1'b0;  
	end
	else
		ready <= 1'b0;  
end
FIFO_coder fifo (
	.data_out ( data_from_fifo ),
	.fifo_full ( full ),
	.fifo_empty ( empty_out ),
	.fifo_threshold ( threshold ),
	.fifo_overflow ( overflow ),
	.fifo_underflow ( underflow ),
	.clk (clock),
	.rst_n (resetn),
	.wr (ready),
	.rd (read & ~finalize),
	.data_in (output_reg)
);
endmodule
</file>
==> out/results.txt <==
Final setup vio count = 0
Largest net degree at the start of global routing = 99
Unique cell types = 78
FMAX = 31.9 MHz
CTS Buf Count = 218
Initial DRC count = 2820
Input/output buffers = 57
Yosys stat chip area = 0.0876 mm2
FF-to-FF Start = acc_length[4]
Period utilization = 25.1%
CP Capture Point = tmp_reg[34]
Final wirelength = 226 mm
Top-count cell post-synth = edfxtp_1
Mapped Cells = 4125
Post-synth top cells = edfxtp_1, mux4_2, nor2_1
Run status = finished clean
First-pass GRT wire length = 328 mm
Reg2Reg Setup Slack = 117.01 ns
Clock latency on the worst-skew pair = 0.86 ns
Syn-to-layout area delta = 13.7%
Number of antenna violations at the first check in global routing = 3
Detailed placement HPWL = 132 mm
RSZ-0062 raised after global routing = no
Hold WC Path Type = reg -> reg
Routed Antenna Nets = 0
Vias per cell = 5.76
Worst Path Arrival = 31.97 ns
Max H-tree Level = 4
Drc violations = 0
Longest Clk Path Bufs = 3
Clock network power share = 31.9%
Pwr Density = 19.8 mW/mm2
R2r endpoint = tmp_reg[34]
Commonest flop = edfxtp_1
Synth Register Bits = 2173
Congestion Overflow GR = 0
Hold Violations, Final = 0
Post-CTS Setup Bufs = 0
Sequential share of power = 41.8%
CTS Hold Bufs = 0
Vias in the first global route = 46500
Seq share, synth = 74.4%
CP Capture Type = flop
Main area contributors after synthesis = edfxtp_1, mux4_2, ha_1
Setup Skew = 0.0315 ns
Lkg Pwr = 0.0312 uW
Finished Core Util = 45.9%
Fillers = 17700
Row count = 171
Routability Congestion = 0.943
Sw power = 557 uW
Final Slew Violations = 0
Ports = 58
Setup ws final = 93.43 ns
Post-layout minimum cycle time = 31.37 ns
Crit. Startpoint = length[0]
Largest area contributor in the netlist = edfxtp_1
Yosys cell count = 4125
Worst-path fanout max = 6
Post-Place Cell Area = 0.0928 mm2
Internal = 1420 uW
Layout cells sized above 1 = 27.3%
Worst setup path class = in -> reg
Sw Ratio = 28.2%
Cell Area, Synth = 0.0876 mm2
Worst-path clk slew = 0.06 ns
Peak supply drop = 0.0137 mV
Synth warn = 5
Die Ht = 470 um
Place WS = 92.70 ns
Worst r2r path cells = 25
Drt pass-1 iters = 6
Fp_density = 40.3%
Tool warnings = 35
Clock Sinks = 2173
Max Cap Viol = 0
Die Width = 470 um
Crit path DRT = 125.40 ns
Post-route design area = 0.0997 mm2
Synth top area share = 73.9%
Area of the core = 0.217 mm2
Final setup TNS = 0 ns
Global Route Usage Sum = 22.9%
Comb pwr share = 26.2%
Max reg flops = 2048
Relative slew slack = 39.8%
Syn Area/Cell = 21.2 um2
EDFF count, synth = 2158
Fraction of registers with async set/reset = 0.644%
Clock Tree Root = clkbuf_16
Post-CTS sizing = 0
CTS tree = built
Vias = 42600
Startpoint types = primary input
WL per Instance = 30.5 um
Worst-Margin Slew = 0.901 ns
Die Size = 0.221 mm2
[metrics by stage]
step                      total power (uW)  std cells  hold WS [ns]
after floorplan                       1190       4125         0.457
after global placement                1370       6996         0.477
after detailed placement              1370       6996         0.482
after CTS                             1990       7394         0.490
after global routing                  2060       7398         0.537
final                                 1970       7399         0.483
[how the worst min path moves through the flow]
| stage | start | to | slack, ns | cells past startpoint |
|---|---|---|---|---|
| global route | fifo.top1.wptr[6] | fifo.top1.wptr[6] | 0.54 | 1 |
| finish | fifo.top1.wptr[6] | fifo.top1.wptr[6] | 0.48 | 1 |
| CTS | fifo.top1.wptr[6] | fifo.top1.wptr[6] | 0.49 | 1 |
[power by group through the flow]
| stage | clock [uW] | combinational, uW | sequential [uW] |
|---|---|---|---|
| 4_1_cts | 642 | 527 | 826 |
| 5_1_grt | 670 | 562 | 827 |
| 6_report | 630 | 518 | 826 |
[routing by layer]
metal / global-route usage [%] / part of all wire [%] / vias up
li1: - / - / 17800
met1: 28.4 / 33 / 21700
met2: 33.0 / 47 / 2763
met3: 18.2 / 18 / 295
met4: 3.96 / 2.1 / 6
met5: 1.38 / 0.081 / -
[layout make-up]
cell class              instances  area, um2  share of cell area (%)
diodes                          5       12.5                  0.0126
clock buffers                 267       5700                    5.72
clock inverters               131       1170                    1.17
inverters                      36        143                   0.143
multi-input cells            1711      22000                    22.1
flip-flops and latches       2173      65200                    65.4
well taps                    2854       3570                    3.58
repair buffers                222       1870                    1.88
[cells by family after synthesis]
kind of cell               after synthesis  synth area share, %
DFF                                   2173                 74.4
muxes                                  688                 17.4
and+or+nand+nor                        597                 3.15
AOI/OAI and AO/OA                      283                 2.16
buffers and inverters                  241                 1.06
adders and majority gates               86                 1.28
xor gates and xnor gates                57                0.570
[critical path, stage by stage]
cell             delay [ns]
clkdlybuf4s50_1        0.46
ha_1                   0.18
inv_1                  0.08
fa_1                   0.44
a31oi_1                0.38
nand3_1                0.14
ha_1                   0.31
nor4b_1                0.29
nand3_1                0.16
a311oi_4               0.36
nor2_1                 0.09
a21oi_1                0.40
a21oi_1                0.24
a211oi_1               0.32
nor2b_1                0.19
ha_1                   0.30
a211oi_1               0.29
o21ai_0                0.32
a2111oi_0              0.71
nor3_1                 0.18
o211ai_1               0.44
nand3_1                0.21
a31oi_1                0.25
xor2_1                 0.16
o22ai_1                0.09
[layout by cell type (no fill, tap or decap), types with 10 or more instances in the layout]
master | netlist | layout
buf_4 | 1 | 160
nand2b_1 | 16 | 15
o21ai_0 | 58 | 58
o21a_1 | 13 | 13
nor2b_1 | 15 | 14
nand2_1 | 181 | 181
nand3_1 | 38 | 38
clkinv_1 | 1 | 55
dfrtp_1 | 14 | 10
nor2_1 | 206 | 142
edfxtp_1 | 2158 | 2158
nand3b_1 | 11 | 11
ha_1 | 80 | 80
or3_1 | 11 | 11
mux4_2 | 670 | 670
bufinv_16 | 0 | 16
a21o_1 | 25 | 25
a211oi_1 | 14 | 14
nor3_1 | 39 | 39
clkbuf_16 | 0 | 221
clkbuf_1 | 136 | 46
mux2i_1 | 13 | 13
inv_1 | 33 | 32
nor2_4 | 0 | 64
and3_1 | 14 | 14
a31oi_1 | 18 | 18
nand4_1 | 16 | 16
or2_2 | 12 | 12
a21oi_1 | 76 | 76
clkinv_2 | 0 | 32
xnor2_1 | 34 | 34
clkdlybuf4s50_1 | 0 | 57
xor2_1 | 23 | 23
Power and IR drop assume default switching activity.
