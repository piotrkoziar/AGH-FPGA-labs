**/design/flow/run.sh**
```bash
#!/bin/bash
# OpenROAD 26Q1-2900-gdf79404cd8, Yosys 0.63+post, stock flow scripts
make -C /OpenROAD-flow-scripts/flow DESIGN_CONFIG=/design/flow/config.mk WORK_HOME=/design/flow/orfs finish
```
**/design/flow/config.mk**
```make
export PLATFORM = sky130hd
export DESIGN_NAME = cordic_pipeline_avalon_interface
export DESIGN_NICKNAME = cordic_pipeline_avalon_interface
export VERILOG_FILES = /design/flow/design.v
export SDC_FILE = /design/flow/constraint.sdc
export NUM_CORES = 4
export LEC_CHECK = 1
export CORE_UTILIZATION = 50
```
**/design/flow/constraint.sdc**
```tcl
current_design cordic_pipeline_avalon_interface

set clk_period 10.2
set clk_io_pct 0.2

create_clock -name clk0 -period $clk_period [get_ports {clock}]

set non_clock_inputs [all_inputs -no_clocks]
set_input_delay [expr $clk_period * $clk_io_pct] -clock clk0 $non_clock_inputs
set_output_delay [expr $clk_period * $clk_io_pct] -clock clk0 [all_outputs]
```
**/design/flow/design.v**
```verilog
module cordic_pipeline_avalon_interface (clock, resetn, writedata, readdata, write, read, chipselect, sincos_export, valid_export);
input clock, resetn, read, write, chipselect;
input signed [31:0] writedata;
output [31:0] readdata;
output signed [31:0] sincos_export;
output valid_export; 
wire [0:0] local_clockenable;
wire signed [31:0] from_cordic;
reg signed [11:0] to_cordic;
wire valid_out_cordic;
assign local_clockenable = 1'd1; 
assign from_cordic[15:12] = 1'b0;
assign from_cordic[31:28] = 1'b0;
initial
begin
to_cordic = 12'b000000000000;
end
always @*
begin 
if (chipselect & write)
begin
to_cordic = writedata[11:0];
end
end
cordic_pipeline_rtl cordic ( .clock(clock), 
									  .reset(resetn), 
									  .ce(local_clockenable), 
									  .angle_in(to_cordic), 
									  .sin_out(from_cordic[11:0]), 
									  .cos_out(from_cordic[27:16]), 
									  .valid_out(valid_out_cordic) );
assign readdata = from_cordic;
assign sincos_export = from_cordic;
assign valid_export = valid_out_cordic;
endmodule
module cordic_pipeline_rtl( clock, reset, ce, angle_in, sin_out, cos_out, valid_out );
parameter integer W = 12;  
parameter FXP_MUL = 1024;  
parameter PIPE_LATENCY = 15;  
input clock, reset, ce;
input signed [W-1:0] angle_in;  
output signed [W-1:0] sin_out, cos_out;
output valid_out;
reg signed [11:0] atan[0:10];
initial begin
  atan[0] = 0.785398163 * FXP_MUL;
  atan[1] = 0.463647609 * FXP_MUL;
  atan[2] = 0.244978663 * FXP_MUL;
  atan[3] = 0.124354995 * FXP_MUL;
  atan[4] = 0.06241881 * FXP_MUL; 
  atan[5] = 0.031239833 * FXP_MUL;
  atan[6] = 0.015623729 * FXP_MUL; 
  atan[7] = 0.007812341 * FXP_MUL;
  atan[8] = 0.00390623 * FXP_MUL;
  atan[9] = 0.001953123 * FXP_MUL;
  atan[10] = 0.000976562 * FXP_MUL;
end
wire signed [W-1:0] sin_tab [0:11];
wire signed [W-1:0] cos_tab [0:11];
wire signed [W-1:0] t_angle_tab [0:11];  
wire signed [W-1:0] angle_tab [0:11];
reg unsigned [4:0] valid_cnt;  
always@(posedge clock)
begin
if ( reset == 1'b0 )
valid_cnt <= PIPE_LATENCY;  
else
if( ( valid_cnt != 0 ) && ( ce == 1'b1 ) )
valid_cnt <= valid_cnt - 1;  
end
assign valid_out = ( valid_cnt == 0 )? 1'b1 : 1'b0;  
assign cos_tab[0] = 1.0 * FXP_MUL;
assign sin_tab[0] = 0;
assign angle_tab[0] = 0;
assign t_angle_tab[0] = angle_in;
cordic_step #(0) cordic_step_0 ( clock, ce, sin_tab[0], cos_tab[0], angle_tab[0], t_angle_tab[0], atan[0],
sin_tab[1], cos_tab[1], angle_tab[1], t_angle_tab[1] );
cordic_step #(1) cordic_step_1 ( clock, ce, sin_tab[1], cos_tab[1], angle_tab[1], t_angle_tab[1], atan[1],
sin_tab[2], cos_tab[2], angle_tab[2], t_angle_tab[2] );
cordic_step #(2) cordic_step_2 ( clock, ce, sin_tab[2], cos_tab[2], angle_tab[2], t_angle_tab[2], atan[2],
sin_tab[3], cos_tab[3], angle_tab[3], t_angle_tab[3] );
cordic_step #(3) cordic_step_3 ( clock, ce, sin_tab[3], cos_tab[3], angle_tab[3], t_angle_tab[3], atan[3],
sin_tab[4], cos_tab[4], angle_tab[4], t_angle_tab[4] );
cordic_step #(4) cordic_step_4 ( clock, ce, sin_tab[4], cos_tab[4], angle_tab[4], t_angle_tab[4], atan[4],
sin_tab[5], cos_tab[5], angle_tab[5], t_angle_tab[5] );
cordic_step #(5) cordic_step_5 ( clock, ce, sin_tab[5], cos_tab[5], angle_tab[5], t_angle_tab[5], atan[5],
sin_tab[6], cos_tab[6], angle_tab[6], t_angle_tab[6] );
cordic_step #(6) cordic_step_6 ( clock, ce, sin_tab[6], cos_tab[6], angle_tab[6], t_angle_tab[6], atan[6],
sin_tab[7], cos_tab[7], angle_tab[7], t_angle_tab[7] );
cordic_step #(7) cordic_step_7 ( clock, ce, sin_tab[7], cos_tab[7], angle_tab[7], t_angle_tab[7], atan[7],
sin_tab[8], cos_tab[8], angle_tab[8], t_angle_tab[8] );
cordic_step #(8) cordic_step_8 ( clock, ce, sin_tab[8], cos_tab[8], angle_tab[8], t_angle_tab[8], atan[8],
sin_tab[9], cos_tab[9], angle_tab[9], t_angle_tab[9] );
cordic_step #(9) cordic_step_9 ( clock, ce, sin_tab[9], cos_tab[9], angle_tab[9], t_angle_tab[9], atan[9],
sin_tab[10], cos_tab[10], angle_tab[10], t_angle_tab[10] );
cordic_step #(10)cordic_step_10( clock, ce, sin_tab[10], cos_tab[10], angle_tab[10], t_angle_tab[10],
atan[10], sin_tab[11], cos_tab[11], angle_tab[11], t_angle_tab[11] );
mul_Kn mul_Kn_sin ( clock, ce, sin_tab[11], sin_out, t_angle_tab[11] );
mul_Kn mul_Kn_cos ( clock, ce, cos_tab[11], cos_out, t_angle_tab[11] );
endmodule
module cordic_step ( clock, ce, sin_in, cos_in, angle_in, t_angle, atan,
sin_out, cos_out, angle_out, t_angle_out );
parameter integer step = 0;  
parameter integer W = 12;  
input clock, ce;
input signed [W-1:0] sin_in, cos_in, angle_in, t_angle, atan;
output reg signed [W-1:0] sin_out, cos_out, angle_out, t_angle_out;
always @ (posedge clock)
begin
if( ce == 1'b1 )
begin
if(t_angle >= angle_in)
begin
cos_out <= cos_in - (sin_in >>> step);
sin_out <= ((cos_in >>> step) + sin_in);
angle_out <= angle_in + atan;
end
else if (t_angle < angle_in)
begin
cos_out <= cos_in + (sin_in >>> step);
sin_out <= -(cos_in >>> step) + sin_in;
angle_out <= angle_in - atan;
end
t_angle_out <= t_angle;
end  
end
endmodule
module mul_Kn(clock, ce, value_in, value_out, t_angle );
parameter integer W = 12;  
parameter FXP_SHIFT = 10;  
input clock, ce;
input signed[W-1:0] value_in, t_angle;
output reg signed[W-1:0] value_out;
reg signed [2*W-1:0] val, val_0, val_2, val_4, val_5, val_7, val_7_9_d, val_9;  
reg signed [2*W-1:0] val_0_2, val_4_5, val_7_9, val_0_2_4_5, val_0_2_4_5_7_9;  
always @ (posedge clock)
begin
if( ce == 1'b1 )
begin
val = value_in; val_0 <= val; val_2 <= val << 2; val_4 <= val << 4;
val_5 <= val << 5; val_7 <= val << 7; val_9 <= val << 9;
val_0_2 <= val_0 - val_2; val_4_5 <= val_4 - val_5; val_7_9 <= val_7 + val_9;
val_0_2_4_5 <= val_0_2 + val_4_5;
val_7_9_d <= val_7_9;  
val_0_2_4_5_7_9 = val_0_2_4_5 + val_7_9_d;
value_out <= val_0_2_4_5_7_9 >>> FXP_SHIFT;
end
end
endmodule
```
==> impl_metrics.env <==
# flow metrics
export IMPL_outcome="completed"
export IMPL_ys_flop_type="dfxtp_1"
export IMPL_vias=20600
export IMPL_grt_overflow_total=0
export IMPL_cp_common_cell="a21oi_1"
export IMPL_postSynthAreaPerCell_um2=10.9
export IMPL_top_area_cell="edfxtp_1"
export IMPL_post_route_util_pct=58.1
export IMPL_die_h_um=258
export IMPL_drv_slew=0
export IMPL_die_area_um2=66400
export IMPL_placed_cells=4176
export IMPL_root_buffer="clkbuf_16"
export IMPL_register_area_um2=15100
export IMPL_cts_buffers=69
export IMPL_fillers=5176
export IMPL_fin_crit_sh_pct=50.3
export IMPL_ant_nets=0
export IMPL_clock_path_buffers=3
export IMPL_combGateArea_um2=17100
export IMPL_cp_end_kind="flip-flop"
export IMPL_hold_viol_final=0
export IMPL_tns_ns=0
export IMPL_area_growth_pct=14.7
export IMPL_cts_max_level=3
export IMPL_crit_slowest_cell="a31oi_4"
export IMPL_ys_types=87
export IMPL_ios=102
export IMPL_yosys_cells=3012
export IMPL_wl_met1_mm=21.4
export IMPL_ys_async_sr_fraction_pct=0
export IMPL_core_um2=64600
export IMPL_ys_ff=610
export IMPL_cap_viol_max_count=0
export IMPL_timing_fmax_ghz=0.195
export IMPL_grt_pass1_vias=20300
export IMPL_worstPathCellList="inv_1 -> ha_1 -> a21o_1 -> a21o_1 -> a2111oi_2 -> nor4b_1 -> o21ai_2 -> a31oi_4 -> inv_1 -> nand2_1 -> o21ai_0 -> fa_1 -> a21o_1 -> a21oi_1 -> o21bai_1 -> a21oi_1 -> o21bai_1 -> a21oi_1 -> o21bai_1 -> a21oi_1 -> xnor2_1"
export IMPL_antenna_found_initial=0
export IMPL_topCellsByArea="edfxtp_1, dfxtp_1, ha_1, xnor2_1, inv_1"
export IMPL_wl_met3_mm=1.40
export IMPL_wl_per_cell_um=12.0
export IMPL_unclocked_pins=12
export IMPL_slowest_delay_ns=0.60
export IMPL_gp_congestion=0.894
export IMPL_cp_start_kind="flip-flop"
export IMPL_grt_usage_pct=17.0
export IMPL_hpwl_mm=40.3
export IMPL_hold_buffers=0
export IMPL_cts_clk_slew_worst_paths_ns=0.06
export IMPL_diodes=0
export IMPL_layout_drive_gt1_share_pct=4.68
export IMPL_routed_wl_mm=51.7
export IMPL_yosysWarningCount=38
export IMPL_fin_area_um2=37500
export IMPL_drt_iter0_drc=651
export IMPL_crit_fanout=19
export IMPL_die_w_um=258
export IMPL_top_area_share_pct=26.8
export IMPL_layout_cells_non_filler=4298
export IMPL_setup_slack_ns=5.06
export IMPL_fin_crit_ns=5.14
export IMPL_routed_top_layer="met4"
export IMPL_tool_warnings=78
export IMPL_port_buffer_count=64
export IMPL_cts_tree="yes"
export IMPL_setup_viol=0
export IMPL_insertion_delay_ns=0.60
export IMPL_syn_area_um2=32700
export IMPL_rows=93
export IMPL_worst_pin_slew_ns=0.712
export IMPL_synth_edff_count=292
export IMPL_avgViaCountPerCell=4.79
export IMPL_place_area_um2=35200
export IMPL_drc=0
export IMPL_fp_utilization_pct=50.6
export IMPL_cts_resized=0
export IMPL_grt_pass1_wl_mm=89.2
export IMPL_untimed_endpoints=28
export IMPL_hold_path_class="reg -> reg"
export IMPL_critPathRequiredTime_ns=10.54
export IMPL_dr_wl_met2_mm=26.7
export IMPL_ys_area_um2=32700
export IMPL_skew_ns=0.0193
export IMPL_cp_arrival_ns=5.47
export IMPL_rsz0062_at_grt="no"
export IMPL_grt_max_degree=27
export IMPL_postSynthCellCount=3012
export IMPL_post_cts_buffers=0
export IMPL_slew_headroom_pct=52.4
export IMPL_drt_pre_antenna_iters=5
export IMPL_dp_slack_ns=4.99
export IMPL_worstSetupPathType="reg -> reg"
[layout make-up]
cell class | instances | share of cell area [%]
inverter | 336 | 3.36
clock inverter | 22 | 0.664
clock buffer | 100 | 5.49
sequential | 610 | 40.2
multi-input combinational | 2303 | 45.6
tap | 855 | 2.85
timing repair buffer | 72 | 1.87
[cells in the final DEF, fill, tap and decap left out, drive strengths merged, types with 9 or more instances in the layout]
| master | n |
|---|---|
| mux2i | 24 |
| o21a | 24 |
| a2111oi | 10 |
| a21boi | 22 |
| dfxtp | 306 |
| xnor2 | 248 |
| edfxtp | 292 |
| nand4 | 15 |
| or3 | 12 |
| nand2b | 16 |
| conb | 308 |
| nand3 | 41 |
| nand2 | 105 |
| clkinv | 11 |
| a211oi | 11 |
| clkbuf | 100 |
| nor2b | 32 |
| a21o | 62 |
| inv | 342 |
| clkdlybuf4s50 | 64 |
| or2 | 13 |
| and3 | 17 |
| o211ai | 10 |
| ha | 436 |
| dlxtp | 12 |
| and2 | 9 |
| nor2 | 205 |
| a31oi | 28 |
| nor3 | 69 |
| xor2 | 84 |
| a21oi | 206 |
| o21ai | 106 |
| fa | 27 |
| o21bai | 65 |
[logic make-up after synthesis]
family | Yosys count | share of synthesized area, %
mux | 32 | 1.01
buf+inv | 405 | 5.17
simple gates | 559 | 8.09
compound gates | 605 | 12.1
other cells | 2 | 0.0230
fa+ha+maj | 464 | 18.4
flops | 598 | 45.5
xor+xnor | 335 | 9.12
latches | 12 | 0.551
[critical path, delay by kind of cell (launching register included)]
family                     cells  cell delay [ns]
xor gates and xnor gates       1             0.08
adders and majority gates      2             0.70
and+or+nand+nor                2             0.67
DFF                            1             0.34
AOI/OAI and AO/OA             14             2.59
buffers and inverters          2             0.51
[worst paths after layout]
check	start	end	slack [ns]	cells past startpoint
min reg2reg	cordic.mul_Kn_cos.val_7_9[16]	cordic.mul_Kn_cos.val_7_9_d[16]	0.32	0
max reg2reg	cordic.cordic_step_4.angle_out[1]	cordic.cordic_step_5.sin_out[10]	5.06	21
max	cordic.cordic_step_4.angle_out[1]	cordic.cordic_step_5.sin_out[10]	5.06	21
min	cordic.mul_Kn_cos.val_7_9[16]	cordic.mul_Kn_cos.val_7_9_d[16]	0.32	0
[per-layer routing]
layer / up-vias / track usage [%]
met5: - / 0
met1: 9293 / 21.2
met3: 109 / 2.49
met2: 208 / 31.0
li1: 11000 / -
met4: 0 / 5.51
[registers in the layout, summed over array words and instances, names as in the netlist, 13 cells and up]
signal,flops
cordic.mul_Kn_sin.val_4_5,13
cordic.mul_Kn_cos.val_7_9_d,13
cordic.mul_Kn_cos.val_7_9,13
cordic.mul_Kn_cos.val_0_2_4_5,14
cordic.mul_Kn_sin.val_0_2,13
cordic.mul_Kn_sin.val_7_9,13
cordic.mul_Kn_cos.val_4_5,13
cordic.mul_Kn_sin.val_0_2_4_5,14
cordic.mul_Kn_cos.val_0_2,13
cordic.mul_Kn_sin.val_7_9_d,13
[synth_stat cells (21+ instances only)]
library cell and n:
a21oi_1 204, xor2_1 83, xnor2_1 248, nor2_1 205
a21boi_0 21, dfxtp_1 306, ha_1 436, o21bai_1 65
fa_1 27, nor2b_1 32, nand2_1 105, inv_1 335
nor3_1 69, o21ai_0 97, mux2i_1 24, a31oi_1 26
nand3_1 41, a21o_1 62, o21a_1 24, buf_4 42
edfxtp_1 292
[per-stage QoR]
stage	hold WS (ns)
finish	0.324
global route	0.321
detailed placement	0.312
floorplan	0.310
global placement	0.310
CTS	0.325
